--- ./design.v ---
module SPI_RAM(din, rx_valid, clk, rst_n, tx_valid, dout);
parameter MEM_DEPTH = 256;
parameter ADDR_SIZE = 8;
input [9:0]din;
input clk, rst_n, rx_valid;
output reg [7:0]dout;
output reg tx_valid;
reg [ADDR_SIZE-1:0]mem [MEM_DEPTH-1:0];
reg [7:0]wr_add;
reg [7:0]rd_add;
always @(posedge clk) begin
    if(!rst_n) begin
        tx_valid <= 0;
        dout <= 0;
        wr_add <= 0;
        rd_add <= 0; 
    end
    else begin
        tx_valid <= 0;
        if(rx_valid) begin
            if(din[9:8] == 2'b00) 
                wr_add <= din[7:0];
            if(din[9:8] == 2'b01)
                mem[wr_add] <= din[7:0];
            if(din[9:8] == 2'b10)
                rd_add <= din[7:0];
            if(din[9:8] == 2'b11) begin
                dout <= mem[rd_add];
                tx_valid <= 1;
            end
        end
    end
end
endmodule
module SPI_Slave(MOSI, MISO, SS_n, clk, rst_n, rx_data, rx_valid, tx_data, tx_valid);
parameter IDLE = 3'b000;
parameter CHK_CMD = 3'b001;
parameter READ_ADD = 3'b010;
parameter READ_DATA = 3'b011;
parameter WRITE = 3'b100;
input MOSI, SS_n, clk, rst_n;
input [7:0]tx_data;
input tx_valid;
output reg [9:0]rx_data;
output reg rx_valid;
output reg MISO;
reg [2:0]ns, cs;
reg [3:0]counter = 9;
reg Data_OR_ADD = 0;
always @(posedge clk) begin
if(!rst_n) begin
cs <= IDLE;
end
else cs <= ns; 
end
always @(*) begin
case(cs)
IDLE:
if(!SS_n) ns <= CHK_CMD;
CHK_CMD:
if((!SS_n) && (!MOSI)) begin
    ns <= WRITE;
end
else if((!SS_n) && (MOSI) && (!Data_OR_ADD)) begin
ns <= READ_ADD;
end
else if((!SS_n) && (MOSI) && (Data_OR_ADD)) begin
ns <= READ_DATA;
end
WRITE: begin
if(SS_n) ns <= IDLE;
else ns <= WRITE;
end
READ_ADD: begin
if(SS_n) ns <= IDLE;
else ns <= READ_ADD;
end
READ_DATA: begin 
if(SS_n) ns <= IDLE;
else ns <= READ_DATA;
end
default: ns <= IDLE;
endcase
end
always @(posedge clk) begin
if(!rst_n) begin
MISO <= 0;
rx_valid <= 0;
rx_data <= 0;
end
else begin
if(cs == CHK_CMD) counter <= 9;
if((cs == WRITE) || (cs == CHK_CMD)) begin
case(counter)
9: begin 
    rx_valid <= 0;  
    rx_data[counter] <= MOSI;
    counter <= counter - 1;
end
8:  if(!Data_OR_ADD) begin  
        rx_data[counter] <= MOSI;
        Data_OR_ADD <= 1;  
        counter <= counter - 1;
end
    else begin
        rx_data[counter] <= MOSI;
        Data_OR_ADD <= 0;  
        counter <= counter - 1;
end
0: begin
    rx_data[counter] <= MOSI;
    rx_valid <= 1;  
end
default: begin
    rx_data[counter] <= MOSI;
    counter <= counter - 1;
end
endcase
    end
if((cs == READ_ADD) || (cs == READ_DATA)) begin
case(counter)
9: begin
    rx_valid <= 0;  
    rx_data[counter] <= MOSI;
    counter <= counter - 1;
end
8: begin
    rx_data[counter] <= MOSI;
    counter <= counter - 1;
    if(MOSI == 1) begin
        Data_OR_ADD <= 1;
        rx_valid <= 1;
    end
    else begin
        Data_OR_ADD <= 0;
    end
end
0: begin
    if(!tx_valid) begin  
    rx_data[counter] <= MOSI;
    end
    else MISO <= tx_data[counter];
    if(Data_OR_ADD) rx_valid <= 1;  
end
default: begin
    if(!tx_valid) begin
    rx_data[counter] <= MOSI;
    counter <= counter - 1;
    end
    else MISO <= tx_data[counter];
            end
        endcase
    end
end
end
endmodule
module Top_Module(clk, rst_n, MOSI, MISO, SS_n);
input clk, rst_n, MOSI, SS_n;
output MISO;
wire [9:0]rx_data; 
wire [7:0]tx_data;
wire tx_valid, rx_valid;
SPI_Slave MASTER(MOSI, MISO, SS_n, clk, rst_n, rx_data, rx_valid, tx_data, tx_valid);
SPI_RAM RAM(rx_data, rx_valid, clk, rst_n, tx_valid, tx_data);
endmodule
--- ./run.sh ---
#!/bin/bash
# OpenROAD 26Q1-2900-gdf79404cd8, Yosys 0.63+post, stock flow scripts
make -C /OpenROAD-flow-scripts/flow DESIGN_CONFIG=/design/flow/config.mk WORK_HOME=/design/flow/orfs finish
--- ./config.mk ---
export PLATFORM = sky130hd
export DESIGN_NAME = Top_Module
export DESIGN_NICKNAME = Top_Module
export VERILOG_FILES = /design/flow/design.v
export SDC_FILE = /design/flow/constraint.sdc
export NUM_CORES = 4
export LEC_CHECK = 1
export CORE_UTILIZATION = 40
--- ./constraint.sdc ---
current_design Top_Module

set clk_period 45.4
set clk_io_pct 0.2

create_clock -name clk0 -period $clk_period [get_ports {clk}]

set non_clock_inputs [all_inputs -no_clocks]
set_input_delay [expr $clk_period * $clk_io_pct] -clock clk0 $non_clock_inputs
set_output_delay [expr $clk_period * $clk_io_pct] -clock clk0 [all_outputs]
==> metrics.json <==
{
  "critPathTopFamily": "simple AND/OR/NAND/NOR gates",
  "pin_count": 5,
  "drt_wl_cell_um": 31.0,
  "worst_setup_hold_path_clk_slew_ps": 70,
  "count_of_endpoints_without_a_timing_constraint": 3,
  "core_region_area_sq_um": 203000,
  "clk-insertion-delay-late_ps": 840,
  "design.die.area_sq_um": 207000,
  "wire_length_of_the_first_global_routing_pass_um": 314000,
  "yosys.cell_types.count": 75,
  "synth-async-reset-ratio_pct": 0,
  "netlist_area_sq_um": 82000,
  "timing.slew.headroom_pct": 36.0,
  "period_minus_slack_ps": 12340,
  "via_count": 40600,
  "run_status": "complete, no violations",
  "grt_overflow": 0,
  "power.switching_mw": 0.737,
  "timing.critical_path.buf_inv": 2,
  "fin_util_pct": 45.1,
  "path_cells": "clkdlybuf4s50_1 > nand3_1 > nor4b_1 > nand2_1 > buf_4 > nor2_1",
  "yosys_cells": 4043,
  "layout_top_cell": "sky130_fd_sc_hd__edfxtp_1",
  "portion_of_total_power_attributed_to_the_clock_network_pct": 43.6,
  "cts-root-buf": "sky130_fd_sc_hd__clkbuf_16",
  "drtAntennaViolNets": 0,
  "critical_path_peak_fanout": 11,
  "cts_hold_buf": 0,
  "fin_hold_ws_ps": 469,
  "min_from": "RAM.dout[1]",
  "power.internal_mw": 3.04,
  "worst_hold_path_type": "flip-flop to flip-flop",
  "seq_power_share_pct": 55.8,
  "global_route.usage.total_pct": 23.4,
  "synth_warnings": 2,
  "p_sw_share_pct": 19.5,
  "post_synth.cell_area_avg_sq_um": 20.3,
  "pin_count_of_the_biggest_net_entering_global_routing": 102,
  "max-cap-violations": 0,
  "yosys_stat_area_sq_um": 82000,
  "crit_path_start_kind": "input port",
  "x_dimension_of_the_die_um": 455,
  "drv_slew": 0,
  "flop_and_latch_count_out_of_synthesis": 2096,
  "cts-resized-gates": 0,
  "hold_viol": 0,
  "unclocked_regs": 3,
  "dp_hpwl_um": 136000,
  "grt_pass1_vias": 44900,
  "worst_clock_skew_ps": 32.6,
  "area_delta_synth_final_pct": 11.6,
  "crit_path_start": "rst_n",
  "timing.critical_path.to_type": "flip-flop",
  "post_cts_buffers": 0,
  "fraction_of_layout_instances_using_a_drive_strength_above_1_pct": 21.1,
  "h-tree-depth": 4,
  "total_leakage_power_nw": 26.8,
  "cp.required_ps": 45850,
  "crit-reg2reg-launch": "RAM.rd_add[0]",
  "drtIter0Drc": 3121,
  "drt_pre_antenna_iters": 5,
  "setup-violations-final": 0,
  "critPathSlowestCell": "sky130_fd_sc_hd__clkdlybuf4s50_1",
  "routed_via_density": 5.81,
  "remaining_drc_errors": 0,
  "most-common-layout-cells": "sky130_fd_sc_hd__edfxtp_1 (2053), sky130_fd_sc_hd__mux4_2 (434), sky130_fd_sc_hd__nor2_1 (329), sky130_fd_sc_hd__mux2i_1 (230), sky130_fd_sc_hd__clkbuf_16 (202)",
  "totalNegativeSetupSlack_ps": 0,
  "flip_flop_cell_with_the_highest_count_after_synthesis": "sky130_fd_sc_hd__edfxtp_1",
  "initCoreUtil_pct": 40.4,
  "openroad.warnings": 36,
  "routabilityCongestion": 0.937,
  "tritoncts": "yes",
  "power_frac_comb_pct": 0.6,
  "path_class": "input port to flip-flop",
  "wirelength_um": 216000,
  "crit_path_max_cell_delay_ps": 800,
  "maxClockFrequency_ghz": 0.0810,
  "actual_transition_at_the_worst_max_transition_pin_ps": 951,
  "vdd_drop_max_mv": 0.0400,
  "post_layout_period_usage_of_the_worst_path_pct": 27.2,
  "cts_buffer_depth": 3,
  "rsz0062_at_grt": "false",
  "die_h_um": 455,
  "placed_standard_cell_area_sq_um": 85100,
  "synth-edff-count": 2053,
  "powerDensity_nw_per_um2": 41.2,
  "std_cell_rows": 165,
  "netlist_instances": 4043,
  "cts_inserted_buffers": 198,
  "grt_antenna_before_repair": 7,
  "cp_data_arrival_time_ps": 12790,
  "count_of_buffers_inserted_at_the_top_level_ports": 4,
  "final_cell_area_sq_um": 91600
}
[Yosys cell counts, types with 15 or more instances]
cell type,count,area share [%]
sky130_fd_sc_hd__edfxtp_1,2053,75
sky130_fd_sc_hd__mux4_2,434,12
sky130_fd_sc_hd__nor2_1,330,1.5
sky130_fd_sc_hd__mux2i_1,230,2.8
sky130_fd_sc_hd__nand2_1,123,0.56
sky130_fd_sc_hd__clkbuf_1,95,0.43
sky130_fd_sc_hd__o22ai_1,75,0.57
sky130_fd_sc_hd__buf_2,63,0.38
sky130_fd_sc_hd__a21oi_1,51,0.31
sky130_fd_sc_hd__o21ai_0,48,0.29
sky130_fd_sc_hd__nand3_1,41,0.25
sky130_fd_sc_hd__dfxtp_1,40,0.98
sky130_fd_sc_hd__buf_6,38,0.52
sky130_fd_sc_hd__o221ai_1,34,0.36
sky130_fd_sc_hd__nor3_1,30,0.18
sky130_fd_sc_hd__a22oi_1,29,0.27
sky130_fd_sc_hd__a211oi_1,24,0.22
sky130_fd_sc_hd__mux2_2,22,0.30
sky130_fd_sc_hd__a31oi_1,18,0.14
sky130_fd_sc_hd__nor4_1,18,0.14
sky130_fd_sc_hd__nor2b_1,15,0.11
[cell families (layout without fill, tap and decap cells)]
group,after synthesis,count (layout),share of synthesized area [%]
multiplexers,694,694,15.3
XOR/XNOR,3,3,0.0320
adder cells (fa/ha/maj),5,5,0.0763
flip-flops,2093,2093,76.1
latches,3,3,0.0549
AND/OR/NAND/NOR,623,623,3.31
buffers and inverters,251,523,1.97
AND-OR/OR-AND,371,371,3.13
other,0,2,0
[metrics by stage]
| step | power (mW) | setup slack, ps | instances |
|---|---|---|---|
| 4_1_cts | 3.80 | 33170 | 6987 |
| 6_report | 3.77 | 33060 | 6989 |
| 2_1_floorplan | 2.16 | 34460 | 4043 |
| 5_1_grt | 3.87 | 32990 | 6988 |
| 3_3_place_gp | 2.17 | 32350 | 6623 |
| 3_5_place_dp | 2.17 | 32280 | 6623 |
[metal layers]
metal | wire, um | vias up | global-route usage (%)
met3 | 38600 | 351 | 18.5
met1 | 72100 | 20200 | 29.2
met2 | 98200 | 3064 | 32.7
met4 | 7000 | 12 | 5.71
met5 | 387 | - | 1.29
li1 | - | 17000 | -
[layout make-up]
| class | count | area, sq um |
|---|---|---|
| well taps | 2672 | 3340 |
| flip-flops and latches | 2096 | 62500 |
| clock buffers | 238 | 5190 |
| diodes | 2 | 5.00 |
| repair buffers | 148 | 1220 |
| multi-input cells | 1696 | 17900 |
| clock inverters | 126 | 1280 |
| fillers | 16700 | 111000 |
| inverters | 11 | 46.3 |
[flip-flops by register name (all words and copies together) (netlist names)]
register	count
RAM.mem	2048
RAM.dout	8
MASTER.rx_data	10
MASTER.ns	3
MASTER.MISO	1
RAM.wr_add	8
MASTER.cs	3
MASTER.rx_valid	1
MASTER.Data_OR_ADD	1
RAM.tx_valid	1
MASTER.counter	4
RAM.rd_add	8
[worst paths after layout]
| path | to | slack [ps] | depth (start not counted) |
|---|---|---|---|
| max | RAM.mem[9][4] | 33060 | 6 |
| min | RAM.dout[1] | 470 | 1 |
| max reg2reg | RAM.dout[5] | 39820 | 10 |
| min reg2reg | RAM.dout[1] | 470 | 1 |
[power by group through the flow]
stage / Combinational [mW] / Sequential [mW] / Clock [mW]
final: 0.0228 / 2.11 / 1.65
after CTS: 0.0233 / 2.11 / 1.67
after global routing: 0.0252 / 2.10 / 1.75
No activity file was given, so power comes from the tool's default toggle rates.
